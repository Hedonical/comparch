**config.mk**
```make
export PLATFORM = sky130hd
export DESIGN_NAME = top
export DESIGN_NICKNAME = top
export VERILOG_FILES = /design/flow/design.v
export SDC_FILE = /design/flow/constraint.sdc
export NUM_CORES = 4
export LEC_CHECK = 1
export CORE_UTILIZATION = 40
```
**constraint.sdc**
```tcl
current_design top

set clk_period 13.4
set clk_io_pct 0.2

create_clock -name clk0 -period $clk_period [get_ports {clk}]

set non_clock_inputs [all_inputs -no_clocks]
set_input_delay [expr $clk_period * $clk_io_pct] -clock clk0 $non_clock_inputs
set_output_delay [expr $clk_period * $clk_io_pct] -clock clk0 [all_outputs]
```
**design.v**
```verilog
module pwm #(
    parameter step = 10000
)(
    input logic clk, 
    input integer duty_cycle,  
    output logic pwm_out
);
    integer pwm_on = 0;
    integer scalar = step/100;
    int pwm_count = 0;
    logic switch = 0;
    always_ff @(posedge clk) begin
        pwm_on <= duty_cycle*scalar;
        if (duty_cycle >= 99 || duty_cycle <= 1) begin
            if (duty_cycle >= 99) begin
                switch <= 0;
            end
            if (duty_cycle <= 1) begin
                switch <= 1;
            end
        end
        else begin
            if (pwm_count > pwm_on - 1) begin
                switch <= 1;
                if (pwm_count > step - 1) begin
                    pwm_count <= 0;
                    switch <= 0;
                end
                else begin
                    pwm_count <= pwm_count + 1;
                end
            end
            else begin
                pwm_count <= pwm_count + 1;
            end
        end
    end
    assign pwm_out = (switch) ? 1'b1 : 1'b0;
endmodule
module ramp #(
    parameter step = 2000000,  
    parameter [0:6] steps = 7'b0011100,  
    parameter int n_steps = $bits(steps)
)(
    input logic clk,
    output int pwm_value
);
    integer next;
    integer current;
    integer check;
    integer stage = 0;  
    integer count = 0;  
    integer pwm_count = 0;  
    integer rate[n_steps];
    integer substep = step / 100;
    initial begin
        if (steps[0]) pwm_value = 100;
        else pwm_value = 0;
        for (int i = 0; i < n_steps; i++) begin
            if (i < n_steps - 1) begin
                if (steps[i + 1]) next = 100;
                else next = 0;
                if (steps[i]) current = 100;
                else current = 0;
                rate[i] = (next - current) / 100;
            end 
            else begin
                if (steps[0]) next = 100;
                else next = 0;
                if (steps[i]) current = 100;
                else current = 0;
                rate[n_steps - 1] = (next - current) / 100;
            end
        end
    end
    always_ff @(posedge clk) begin
        pwm_count <= pwm_count + 1;
        if (pwm_count == substep - 1) begin
            pwm_value <= pwm_value + rate[stage];
            pwm_count <= 0;
        end
        count <= count + 1;  
        if (count == step) begin
            count <= 0;  
            if (stage < n_steps - 1) begin
                stage <= stage + 1;
            end 
            else begin
                stage <= 0;
                if (steps[0]) pwm_value <= 100;
                else pwm_value <= 0;
            end
        end
    end
endmodule
module top(
    input logic clk,
    output logic    RGB_G,
    output logic    RGB_R,
    output logic    RGB_B
);
    logic red_out;
    integer red;
    logic green_out;
    integer green;
    logic blue_out;
    integer blue;
    ramp #(
        .steps (7'b1100011)
    )
    u1 (
        .clk (clk),
        .pwm_value (red)
    );
    ramp #(
        .steps (7'b0111000)
    )
    u2 (
            .clk (clk),
            .pwm_value (green)
        );
    ramp #(
        .steps (7'b0001110)
    )
    u3 (
        .clk (clk),
        .pwm_value (blue)
    );
    pwm u4 (
        .clk (clk),
        .duty_cycle (red),
        .pwm_out (red_out)
    );
    assign RGB_R = red_out;
    pwm u5 (
        .clk (clk),
        .duty_cycle (green),
        .pwm_out (green_out)
    );
    assign RGB_G = green_out;
    pwm u6 (
        .clk (clk),
        .duty_cycle (blue),
        .pwm_out (blue_out)
    );
    assign RGB_B = blue_out;
endmodule
```
**run.sh**
```bash
#!/bin/bash
# OpenROAD 26Q1-2900-gdf79404cd8, Yosys 0.63+post, stock flow scripts
make -C /OpenROAD-flow-scripts/flow DESIGN_CONFIG=/design/flow/config.mk WORK_HOME=/design/flow/orfs finish
```
==> flow_summary_export.csv <==
group,metric,value,unit
outcome,outcome,"completed",
worst_setup_path,end_kind,"flop",
detailed_routing,via_per_inst,4.995,
sta,rsz0062_at_grt,"false",
run,tool_warnings,89,
logic_synthesis,edf_count,195,
clock_tree,cts_max_level,3,
worst_setup_path,setup.worst_path.start,"u5.pwm_on[15]$_DFF_P_",
worst_setup_path,critPathSlowestCell,"or4_4",
die,dieHeight,320.5,um
die,die_x,320.5,um
global_routing,use_met2,0.2344,
logic_synthesis,yosys_cells,4536,
worst_setup_path,max_stage_delay,0.53,ns
worst_setup_path,crit_type,"flop to flop",
logic_synthesis,synth-async-reset-ratio,0,
clock_tree,post_cts_resized,0,
placed_design,post-dp-hpwl,56.01,mm
sta,tns,0,ns
global_routing,track_usage,0.1535,
placed_design,port_buffers,3,
detailed_routing,wl_per_cell,12.68,um
die,io_pins,4,
power,peakVddDrop,0.08826,mV
clock_tree,clk_pin_slew,0.06,ns
clock_tree,clock-sinks,573,
worst_setup_path,cpMostUsedCell,"nor2_1",
logic_synthesis,yosysWarnings,4,
sta,worst_hold_slack,0.4222,ns
clock_tree,cts_tree,"done",
worst_setup_path,startpoint_type,"flop",
sta,finalClockSkew,0.02465,ns
sta,fmax,220.3,MHz
detailed_routing,drc,0,
global_routing,top_usage_layer,"met1",
global_routing,grt_pass1_vias,27980,
global_routing,grtUsageMet3,0.01927,
global_routing,antenna_found_initial,0,
logic_synthesis,netlist_area,0.04058,sq mm
detailed_routing,wirelength,75.81,mm
logic_synthesis,syn_inst,4536,
placed_design,gp_congestion,0.8622,
sta,hold_viol_final,0,
clock_tree,cts_buffer_depth,3,
worst_setup_path,worstReg2RegEnd,"u5.pwm_count[14]$_DFFE_PN_",
global_routing,grt_pass1_wl,131.0,mm
detailed_routing,first_pass_iters,5,
worst_setup_path,cp_cell_sequence,"or3_1 > or4_1 > nor2_1 > inv_2 > or4_4 > or3_1 > nor2_1 > xnor2_1 > ha_1 > a21o_1 > a221oi_1 > o21ai_0 > a21oi_1 > xor2_1 > and3_1 > buf_4 > nor2_1",
die,dieArea,0.1027,sq mm
worst_setup_path,endpoint,"u5.pwm_count[14]$_DFFE_PN_",
worst_setup_path,reg2reg_slack,8.86,ns
clock_tree,cts_buffers,72,
clock_tree,cts_setup_buffers,0,
worst_setup_path,worstPathArrival,4.90,ns
clock_tree,clk_latency,0.64,ns
sta,relSlewSlack,0.3689,
sta,finalCritPeriodShare,0.3388,
clock_tree,ctsHoldBuffers,0,
logic_synthesis,ys_chip_area,0.04058,sq mm
sta,fin_crit,4.539,ns
global_routing,met1_usage,0.2410,
sta,finalMaxSlewViolations,0,
worst_setup_path,worst-path-max-fanout,32,
placed_design,place_worst_setup_slack,8.865,ns
global_routing,grt_overflow_total,0,
sta,worstMarginPinSlew,0.9379,ns
die,fp_util,0.4046,
worst_setup_path,rr_startpoint,"u5.pwm_on[15]$_DFF_P_",
final_layout,area_delta_synth_final,9.957,%
sta,setup_viol,0,
sta,worst_slack,8.861,ns
detailed_routing,antenna_cells,0,
power,leakage,0.01969,uW
run,cap_violations,0,
clock_tree,cts_root_buf,"clkbuf_16",
global_routing,grt_start_max_net_pins,43,
final_layout,drive_gt1_frac,0.04002,
logic_synthesis,avgSynthCellArea,8.946,sq um
logic_synthesis,synth_seq_share,0.3308,
logic_synthesis,ys_types,80,
worst_setup_path,crit_required,13.76,ns
final_layout,final_util,0.4449,
logic_synthesis,numSynthFlops,573,
worst_setup_path,worst-r2r-cell-count,17,
power,power.density,81.95,mW/mm^2
worst_hold_path,hold_class,"flop to flop",
detailed_routing,detail-route-antenna-nets,0,
logic_synthesis,ys.flop_type,"dfxtp_1",
detailed_routing,vias,29870,
die,core,0.1003,sq mm
detailed_routing,drt-initial-drc-count,1274,
die,rows,116,
## area by class of cell
type,count,area [sq um]
Inverter,432,1622
Clock buffer,99,1984
Multi-Input combinational cell,3453,25330
Fill cell,9413,55670
Tap cell,1357,1698
Timing Repair Buffer,33,255.2
Sequential cell,573,13420
Clock inverter,33,304.0
## power by group
part | internal [uW] | switching, uW | total (uW)
Combinational | 0 | 0 | 0.0132
Clock | 1090 | 784 | 1870
Sequential | 1790 | 0 | 1790
## cells in the mapped netlist (all sizes together) (34+ instances only)
library cell | count | area share
dfxtp | 378 | 0.19
and3 | 88 | 0.014
nor2 | 483 | 0.045
ha | 491 | 0.15
edfxtp | 195 | 0.14
o21ai | 115 | 0.014
fa | 78 | 0.038
nand2 | 331 | 0.031
nand3 | 196 | 0.024
clkbuf | 75 | 0.0070
nor4 | 83 | 0.013
nor2b | 42 | 0.0065
a21oi | 230 | 0.028
or3 | 34 | 0.0052
nand4 | 118 | 0.018
xnor2 | 324 | 0.070
nor3 | 85 | 0.011
inv | 432 | 0.040
xor2 | 259 | 0.056
a21o | 124 | 0.023
## logic make-up (layout without fill, tap and decap cells)
| logic type | count (synthesis) | after routing | share of synthesized area |
|---|---|---|---|
| simple gates | 1604 | 1604 | 0.1933 |
| fa+ha+maj | 569 | 569 | 0.1899 |
| compound gates | 667 | 667 | 0.1051 |
| mux | 30 | 30 | 0.007400 |
| buf+inv | 510 | 597 | 0.04767 |
| flops | 573 | 573 | 0.3308 |
| xor+xnor | 583 | 583 | 0.1258 |
## layout by cell type, fill, tap and decap left out, types with 30 or more instances in the layout
cell | Yosys | routed
ha_1 | 491 | 491
nor4_1 | 83 | 79
clkbuf_16 | 0 | 73
nor2b_1 | 42 | 41
a21o_1 | 123 | 123
a21oi_1 | 230 | 230
inv_1 | 431 | 431
nand4_1 | 118 | 118
nor3_1 | 84 | 80
nand2_1 | 331 | 331
fa_1 | 78 | 78
xnor2_1 | 324 | 324
o21ai_0 | 100 | 100
nand3_1 | 196 | 196
or3_1 | 34 | 34
nand2b_1 | 30 | 30
buf_4 | 1 | 30
mux2i_1 | 30 | 30
nor2_1 | 483 | 479
and3_1 | 85 | 85
edfxtp_1 | 195 | 195
xor2_1 | 259 | 259
dfxtp_1 | 378 | 378
## layer usage
| metal | wire length [um] | up-vias | share of wire |
|---|---|---|---|
| met5 | 0 | - | 0 |
| met4 | 1695 | 0 | 0.022 |
| met3 | 2089 | 103 | 0.028 |
| met2 | 32600 | 276 | 0.43 |
| met1 | 39420 | 13630 | 0.52 |
| li1 | - | 15870 | - |
## metrics by stage
stage	total power, uW	std cells	instance area (sq um)
2_1_floorplan	1822	4536	40580
3_3_place_gp	1822	5848	42330
3_5_place_dp	1822	5848	42330
4_1_cts	3723	5980	44620
5_1_grt	3784	5980	44620
6_report	3656	5980	44620
## critical path: cells and delay by family (launching register included)
kind,cells,cell delay (ns)
compound gates,4,0.71
xor+xnor,2,0.33
fa+ha+maj,1,0.26
buf+inv,2,0.35
flops,1,0.32
simple gates,8,2.29
## worst min-delay path by stage
| stage | cells past startpoint | slack, ns | from | endpoint |
|---|---|---|---|---|
| CTS | 0 | 0.42 | u1.pwm_value[2]$_DFF_P_ | u4.pwm_on[4]$_DFF_P_ |
| global route | 0 | 0.44 | u1.pwm_value[2]$_DFF_P_ | u4.pwm_on[4]$_DFF_P_ |
| finish | 0 | 0.42 | u1.pwm_value[2]$_DFF_P_ | u4.pwm_on[4]$_DFF_P_ |
No activity file was given, so power comes from the tool's default toggle rates.
